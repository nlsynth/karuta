`./config.mk`:
```
export PLATFORM = sky130hd
export DESIGN_NAME = FP16BAddSubS4Of5
export DESIGN_NICKNAME = FP16BAddSubS4Of5
export VERILOG_FILES = /design/flow/design.v
export SDC_FILE = /design/flow/constraint.sdc
export NUM_CORES = 4
export LEC_CHECK = 1
export CORE_AREA = 10 10 81 81
export DIE_AREA = 0 0 91 91
```
`./constraint.sdc`:
```
current_design FP16BAddSubS4Of5

set clk_period 6.7
set clk_io_pct 0.2

create_clock -name clk0 -period $clk_period

set non_clock_inputs [all_inputs -no_clocks]
set_input_delay [expr $clk_period * $clk_io_pct] -clock clk0 $non_clock_inputs
set_output_delay [expr $clk_period * $clk_io_pct] -clock clk0 [all_outputs]
```
`./design.v`:
```
module FP16BAddSubS0Of5(
 input 	       clk,
 input 	       rst,
 input [15:0]  arg_0,
 input [15:0]  arg_1,
 input 	       arg_2,
 output [15:0] ret_0,
 output [15:0] ret_1,
 output        ret_2,
 output        ret_3);
   wire [15:0] x;
   wire [15:0] y;
   wire        is_sub;
   wire        ys;
   wire        yys;
   wire [15:0] yy;
   wire        diff_sign;
   wire [7:0]  xe;
   wire [7:0]  ye;
   wire        swap;
   wire        neg_lhs;
   wire        neg_rhs;
   wire [15:0] lhs;
   wire [15:0] rhs;
   assign x = arg_0;
   assign y = arg_1;
   assign is_sub = arg_2;
   assign ys = y[15];
   assign yys = is_sub ? ~ys : ys;
   assign yy = {yys, y[14:0]};
   assign xe = x[14:7];
   assign ye = y[14:7];
   assign diff_sign = x[15] ^ yy[15];
   assign swap = xe < ye;
   assign lhs = swap ? yy : x;
   assign rhs = swap ? x : yy;
   assign neg_lhs = diff_sign ? lhs[15] : 0;
   assign neg_rhs = diff_sign ? rhs[15] : 0;
   assign ret_0 = lhs;
   assign ret_1 = rhs;
   assign ret_2 = neg_lhs;
   assign ret_3 = neg_rhs;
endmodule  
module FP16BAddSubS1Of5(
 input 	       clk,
 input 	       rst,
 input [15:0]  arg_0,
 input [15:0]  arg_1,
 input 	       arg_2,
 input 	       arg_3,
 output        ret_0,
 output        ret_1,
 output [14:0] ret_2,
 output [14:0] ret_3,
 output [7:0]  ret_4,
 output        ret_5,
 output        ret_6);
   wire [15:0] x;
   wire [15:0] y;
   wire        xn;
   wire        yn;
   wire [7:0]  xe;
   wire [7:0]  ye;
   wire        x1;
   wire        y1;
   wire [6:0]  xf;
   wire [6:0]  yf;
   wire [14:0] xr;
   wire [14:0] xrn;
   wire [14:0] yr10;
   wire [8:0]  d;
   wire [14:0] yr1;
   wire [14:0] yr2;
   wire [14:0] yr4;
   wire [14:0] yr8;
   wire [14:0] yrn;
   assign x = arg_0;
   assign y = arg_1;
   assign xn = arg_2;
   assign yn = arg_3;
   assign xe = x[14:7];
   assign ye = y[14:7];
   assign xf = x[6:0];
   assign yf = y[6:0];
   assign x1 = xe > 0;
   assign y1 = ye > 0;
   assign xr = {x1, xf, 7'b0};
   assign xrn = xn ? ~xr : xr;
   assign yr10 = {y1, yf, 7'b0};
   assign d = xe - ye;
   assign yr1 = d[0:0] ? {1'b0, yr10[14:1]} : yr10;
   assign yr2 = d[1:1] ? {2'b0, yr1[14:2]} : yr1;
   assign yr4 = d[2:2] ? {4'b0, yr2[14:4]} : yr2;
   assign yr8 = d[3:3] ? {8'b0, yr4[14:8]} : yr4;
   assign yrn = yn ? ~yr8 : yr8;
   assign ret_0 = x[15];
   assign ret_1 = y[15];
   assign ret_2 = xrn;
   assign ret_3 = yrn;
   assign ret_4 = xe;
   assign ret_5 = xn;
   assign ret_6 = yn;
endmodule  
module FP16BAddSubS2Of5(
 input 	       clk,
 input 	       rst,
 input 	       arg_0,
 input 	       arg_1,
 input [14:0]  arg_2,
 input [14:0]  arg_3,
 input [7:0]   arg_4,
 input 	       arg_5,
 input 	       arg_6,
 output [15:0] ret_0,
 output        ret_1,
 output        ret_2,
 output [7:0]  ret_3,
 output        ret_4,
 output        ret_5);
   wire        xn;
   wire        yn;
   wire [15:0] rxy;
   wire        diff_sign;
   wire [15:0] r_final;
   assign xn = arg_5;
   assign yn = arg_6;
   assign diff_sign = (xn != yn);
   assign rxy = arg_2 + arg_3;
   assign r_final = diff_sign ? (rxy + 1) : rxy;
   assign ret_0 = r_final;
   assign ret_1 = arg_0;
   assign ret_2 = arg_1;
   assign ret_3 = arg_4;
   assign ret_4 = arg_5;
   assign ret_5 = arg_6;
endmodule  
module FP16BAddSubS3Of5(
 input 	       clk,
 input 	       rst,
 input [15:0]  arg_0,
 input 	       arg_1,
 input 	       arg_2,
 input [7:0]   arg_3,
 input 	       arg_4,
 input 	       arg_5,
 output [14:0] ret_0,
 output        ret_1,
 output        ret_2,
 output [7:0]  ret_3,
 output        ret_4,
 output        ret_5,
 output        ret_6);
   wire [15:0] r;
   wire        xs;
   wire        ys;
   wire [7:0]  e;
   wire        xn;
   wire        yn;
   wire        diff_sign;
   wire        with_carry;
   wire        neg;
   wire [14:0] neg_r;
   wire [14:0] half_r;
   wire [14:0] r_diff;
   wire [14:0] r_same;
   wire [14:0] r_final;
   wire [7:0]  eplus;
   wire [7:0]  e_final;
   assign r = arg_0;
   assign xs = arg_1;
   assign ys = arg_2;
   assign e = arg_3;
   assign xn = arg_4;
   assign yn = arg_5;
   assign diff_sign = (xn != yn);
   assign with_carry = r[15:15];
   assign neg_r = (~r) + 1;
   assign half_r = r[15:1];
   assign neg = diff_sign & !with_carry;
   assign eplus = e + 1;
   assign r_diff = with_carry ? r[14:0] : neg_r;
   assign r_same = with_carry ? half_r : r[14:0];
   assign r_final = diff_sign ? r_diff : r_same;
   assign e_final = (!diff_sign && with_carry) ? eplus : e;
   assign ret_0 = r_final;
   assign ret_1 = xs;
   assign ret_2 = ys;
   assign ret_3 = e_final;
   assign ret_4 = neg;
   assign ret_5 = xn;
   assign ret_6 = yn;
endmodule  
module FP16BAddSubS4Of5(
 input 	       clk,
 input 	       rst,
 input [14:0]  arg_0,
 input 	       arg_1,
 input 	       arg_2,
 input [7:0]   arg_3,
 input 	       arg_4,
 input 	       arg_5,
 input 	       arg_6,
 output [15:0] ret_0);
   wire [15:0] r;
   wire        xs;
   wire        ys;
   wire [7:0]  e;
   wire [7:0]  e_final;
   wire [8:0]  e_l0adjust;
   wire        underflow;
   wire [7:0]  e_adjust;
   wire        neg;
   wire        xn;
   wire        yn;
   wire [7:0] rr;
   wire [6:0] r_final;
   wire [15:0] r8;
   wire [15:0] r4;
   wire [15:0] r2;
   wire [15:0] r1;
   wire [3:0]  l0count;
   wire        s;
   assign r = arg_0;
   assign xs = arg_1;
   assign ys = arg_2;
   assign e = arg_3;
   assign neg = arg_4;
   assign xn = arg_5;
   assign yn = arg_6;
   assign s = (xn == yn) ? xs : (yn ? (neg ^ xs): (neg ^ ys));
   assign r8 = (r[14:7] == 0) ? {r[6:0], 8'b0} : r;
   assign r4 = (r8[14:11] == 0) ? {r8[10:0], 4'b0} : r8;
   assign r2 = (r4[14:13] == 0) ? {r4[12:0], 2'b0} : r4;
   assign r1 = (r2[14:14] == 0) ? {r2[13:0], 1'b0} : r2;
   assign l0count = {r[14:7] == 0, r8[14:11] == 0, r4[14:13] == 0, r2[14:14] == 0};
   assign rr = (xn == yn) ? r[14:7] : r1;
   assign e_l0adjust = e - l0count;
   assign underflow = e_l0adjust[8:8];
   assign e_adjust = underflow ? 0 : e_l0adjust[7:0];
   assign e_final = (xn == yn) ? e : e_adjust[7:0];
   assign r_final = underflow ? 0 : rr[6:0];
   assign ret_0 = {s, e_final, r_final};
endmodule  
```
`./run.sh`:
```
#!/bin/bash
# OpenROAD 26Q1-2900-gdf79404cd8, Yosys 0.63+post, stock flow scripts
make -C /OpenROAD-flow-scripts/flow DESIGN_CONFIG=/design/flow/config.mk WORK_HOME=/design/flow/orfs finish
```
==> impl_metrics.ini <==
; flow metrics
[outcome]
outcome = completed

[final_timing]
setup_viol = 0
finalCriticalPeriod_ns = 6.40
final.setup.tns_ns = 0
final_hold_viol_count = 0
finalCritPeriodShare_pct = 95.6
tightest_slew_ns = 0.698
finalMaxSlewViolations = 0
max_freq_mhz = 156
rsz0062_at_grt = no
relSlewSlack_pct = 53.2

[placed_design]
post-dp-hpwl_mm = 2.79
io_buffers = 44
gp_congestion = 0.905
placed_area_sq_um = 1380

[global_routing]
grt_pass1_wl_mm = 5.44
grt_pass1_vias = 1053
grt_max_degree = 15
grtUsageTotal_pct = 7.70
grt-ovfl-total = 0
antenna_found_initial = 0

[detailed_routing]
dr_total_vias = 1105
antenna_left = 0
insertedDiodeCount = 0
post-route-drc-count = 0
wl_per_cell_um = 14.0
vias_per_cell = 4.66
finalWirelength_mm = 3.31
drtIter0Drc = 79
firstDrtPassIters = 4

[logic_synthesis]
syn-cell-area_sq_um = 847
netlist_instances = 125
ys_cells = 125
ys_seq_share_pct = 0
ys_chip_area_sq_um = 847
synth_warnings = 0
synth.distinct_cells = 45
postSynthAreaPerCell_sq_um = 6.78

[floorplanning]
die_h_um = 91
io_pins = 46
fp-row-count = 25
core_sq_um = 4820
dieArea_sq_um = 8280
die_x_um = 91
fp_util_pct = 17.6

[setup_path]
path_max_fanout = 7
slowest_stage = clkdlybuf4s50_1
slowest_delay_ns = 0.53
cp_common_cell = clkdlybuf4s50_1
crit_arrival_ns = 5.06
critPathRequiredTime_ns = 5.36
critPathKind = in2out
critPathLaunchType = input pin
endpoint_kind = output pin
path_cells = clkdlybuf4s50_1, or2_4, or3_4, a21oi_1, a311o_1, inv_1, ha_1, fa_1, nor2b_1, o21ai_0, nand3_1, nand2_1, a221o_1, o311ai_1, clkdlybuf4s50_1

[flow_run]
warnings = 35
drv_cap = 0

[finish]
design_area_sq_um = 1380
n_clock_buffer = 0
design.seq.count = 0
regArea_sq_um = 0
drive_gt1_share_pct = 8.82
logic_area_sq_um = 778
area_growth_pct = 62.6
fillCellCount = 556

[min_path]
min_from = arg_3[2]
hp-class = in2out
hold_depth = 4
holdPathEnd = ret_0[9]

[power_and_ir_drop]
p_per_area_nw_per_um2 = 73.0
ir_drop_v = 0.0000317
power.leakage_nw = 0.519

[clock_network]
ctsHoldBuffers = 0
post_cts_buffers = 0
cts_resized = 0
-- critical path, delay by kind of cell --
family	cells	cell delay, ns
adders and majority gates	2	0.59
and+or+nand+nor	5	1.10
buffers and inverters	3	1.11
AOI/OAI and AO/OA	5	0.92
-- logic make-up (layout without fill, tap and decap cells) --
group | count (synthesis) | count (layout) | share of synthesized area [%]
XOR/XNOR | 7 | 7 | 7.24
buffers and inverters | 13 | 58 | 8.42
adder cells (fa/ha/maj) | 6 | 6 | 9.75
AND-OR/OR-AND | 46 | 46 | 35.9
multiplexers | 5 | 5 | 6.50
AND/OR/NAND/NOR | 48 | 48 | 32.2
-- synth_stat cells, drive strengths merged, types with 3 or more instances --
| cell | number | area share (%) |
|---|---|---|
| nor4 | 4 | 6.2 |
| o21ai | 17 | 11 |
| and3 | 3 | 2.2 |
| nand3 | 6 | 3.5 |
| mux2i | 4 | 4.7 |
| xnor2 | 4 | 4.1 |
| xor2 | 3 | 3.1 |
| a21oi | 8 | 4.7 |
| inv | 8 | 3.5 |
| nand4 | 3 | 2.2 |
| nor2 | 7 | 3.1 |
| a31oi | 4 | 3.0 |
| nand2 | 16 | 7.1 |
| ha | 5 | 7.4 |
| buf | 4 | 4.4 |
-- power by group --
part	total [mW]	leakage [nW]	internal (mW)	switching, mW
registers	0	0	0	0
clock network	0	0	0	0
logic	0.101	0.519	0.0579	0.0427
total	0.101	0.519	0.0579	0.0427
-- through the flow --
stage                     setup slack (ns)  hold slack, ns  util, %  std cells  power (mW)
final                                0.296            3.65     28.6        237       0.101
after global routing                0.0394            3.71     28.6        237       0.112
after CTS                            0.275            3.66     28.5        237       0.101
after detailed placement             0.285            3.65     28.5        237       0.100
after global placement               0.250            3.66     28.5        237      0.0999
after floorplan                       1.37            2.73        -        125      0.0420
-- metal layers --
layer  track usage [%]  vias to the layer above  part of all wire, %
met3              1.83                        0                  6.9
met1              11.2                      496                   53
met4                 0                        0                    0
met2              11.9                       33                   40
li1                  -                      576                    -
met5                 0                        -                    0
-- final cells by class --
cell class | instances | share of cell area [%]
Timing Repair Buffer | 50 | 35.2
Inverter | 8 | 2.18
Tap cell | 67 | 6.09
Multi-Input combinational cell | 112 | 56.5
-- placed cells by master (no fill, tap or decap), types with 4 or more instances in the layout --
cell             netlist  layout
mux2i_1                4       4
nor2_1                 7       7
xnor2_1                4       4
a31oi_1                4       4
clkdlybuf4s50_1        0      44
buf_4                  2       6
ha_1                   5       5
nand2_1               16      16
a21oi_1                8       8
o21ai_0               14      14
inv_1                  8       8
nand3_1                6       6
-- how the worst max path moves through the flow --
stage	startpoint	end	slack, ns
4_1_cts	arg_0[14]	ret_0[5]	0.27
6_report	arg_0[14]	ret_0[5]	0.30
5_1_grt	arg_0[14]	ret_0[5]	0.04
No activity file was given, so power comes from the tool's default toggle rates.
