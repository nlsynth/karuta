===== ./design.v =====
module FP16RAddSubS0Of5(
 input 	       clk,
 input 	       rst,
 input [15:0]  arg_0,
 input [15:0]  arg_1,
 input 	       arg_2,
 output [15:0] ret_0,
 output [15:0] ret_1,
 output        ret_2,
 output        ret_3);
   wire [15:0] x;
   wire [15:0] y;
   wire        is_sub;
   wire        ys;
   wire        yys;
   wire [15:0] yy;
   wire        diff_sign;
   wire [4:0]  xe;
   wire [4:0]  ye;
   wire        swap;
   wire        neg_lhs;
   wire        neg_rhs;
   wire [15:0] lhs;
   wire [15:0] rhs;
   assign x = arg_0;
   assign y = arg_1;
   assign is_sub = arg_2;
   assign ys = y[15];
   assign yys = is_sub ? ~ys : ys;
   assign yy = {yys, y[14:0]};
   assign xe = x[14:10];
   assign ye = y[14:10];
   assign diff_sign = x[15] ^ yy[15];
   assign swap = xe < ye;
   assign lhs = swap ? yy : x;
   assign rhs = swap ? x : yy;
   assign neg_lhs = diff_sign ? lhs[15] : 0;
   assign neg_rhs = diff_sign ? rhs[15] : 0;
   assign ret_0 = lhs;
   assign ret_1 = rhs;
   assign ret_2 = neg_lhs;
   assign ret_3 = neg_rhs;
endmodule  
module FP16RAddSubS1Of5(
 input 	       clk,
 input 	       rst,
 input [15:0]  arg_0,
 input [15:0]  arg_1,
 input 	       arg_2,
 input 	       arg_3,
 output        ret_0,
 output        ret_1,
 output [20:0] ret_2,
 output [20:0] ret_3,
 output [4:0]  ret_4,
 output        ret_5,
 output        ret_6);
   wire [15:0] x;
   wire [15:0] y;
   wire        xn;
   wire        yn;
   wire [4:0]  xe;
   wire [4:0]  ye;
   wire        x1;
   wire        y1;
   wire [9:0]  xf;
   wire [9:0]  yf;
   wire [20:0] xr;
   wire [20:0] xrn;
   wire [20:0] yr10;
   wire [4:0]  d;
   wire [20:0] yr1;
   wire [20:0] yr2;
   wire [20:0] yr4;
   wire [20:0] yr8;
   wire [20:0] yr16;   
   wire [20:0] yrn;
   assign x = arg_0;
   assign y = arg_1;
   assign xn = arg_2;
   assign yn = arg_3;
   assign xe = x[14:10];
   assign ye = y[14:10];
   assign xf = x[9:0];
   assign yf = y[9:0];
   assign x1 = xe > 0;
   assign y1 = ye > 0;
   assign xr = {x1, xf, 10'b0};
   assign xrn = xn ? ~xr : xr;
   assign yr10 = {y1, yf, 10'b0};
   assign d = xe - ye;
   assign yr1 = d[0:0] ? {1'b0, yr10[20:1]} : yr10;
   assign yr2 = d[1:1] ? {2'b0, yr1[20:2]} : yr1;
   assign yr4 = d[2:2] ? {4'b0, yr2[20:4]} : yr2;
   assign yr8 = d[3:3] ? {8'b0, yr4[20:8]} : yr4;
   assign yr16 = d[4:4] ? {16'b0, yr8[20:16]} : yr8;
   assign yrn = yn ? ~yr16 : yr16;
   assign ret_0 = x[15];
   assign ret_1 = y[15];
   assign ret_2 = xrn;
   assign ret_3 = yrn;
   assign ret_4 = xe;
   assign ret_5 = xn;
   assign ret_6 = yn;
endmodule  
module FP16RAddSubS2Of5(
 input 	       clk,
 input 	       rst,
 input 	       arg_0,
 input 	       arg_1,
 input [20:0]  arg_2,
 input [20:0]  arg_3,
 input [4:0]   arg_4,
 input 	       arg_5,
 input 	       arg_6,
 output [21:0] ret_0,
 output        ret_1,
 output        ret_2,
 output [4:0]  ret_3,
 output        ret_4,
 output        ret_5);
   wire        xn;
   wire        yn;
   wire [21:0] rxy;
   wire        diff_sign;
   wire [21:0] r_final;
   assign xn = arg_5;
   assign yn = arg_6;
   assign diff_sign = (xn != yn);
   assign rxy = arg_2 + arg_3;
   assign r_final = diff_sign ? (rxy + 1) : rxy;
   assign ret_0 = r_final;
   assign ret_1 = arg_0;
   assign ret_2 = arg_1;
   assign ret_3 = arg_4;
   assign ret_4 = arg_5;
   assign ret_5 = arg_6;
endmodule  
module FP16RAddSubS3Of5(
 input 	       clk,
 input 	       rst,
 input [21:0]  arg_0,
 input 	       arg_1,
 input 	       arg_2,
 input [4:0]   arg_3,
 input 	       arg_4,
 input 	       arg_5,
 output [20:0] ret_0,
 output        ret_1,
 output        ret_2,
 output [4:0]  ret_3,
 output        ret_4,
 output        ret_5,
 output        ret_6);
   wire [21:0] r;
   wire        xs;
   wire        ys;
   wire [4:0]  e;
   wire        xn;
   wire        yn;
   wire        diff_sign;
   wire        with_carry;
   wire        neg;
   wire [20:0] neg_r;
   wire [20:0] half_r;
   wire [20:0] r_diff;
   wire [20:0] r_same;
   wire [20:0] r_final;
   wire [4:0]  eplus;
   wire [4:0]  e_final;
   assign r = arg_0;
   assign xs = arg_1;
   assign ys = arg_2;
   assign e = arg_3;
   assign xn = arg_4;
   assign yn = arg_5;
   assign diff_sign = (xn != yn);
   assign with_carry = r[21:21];
   assign neg_r = (~r) + 1;
   assign half_r = r[21:1];
   assign neg = diff_sign & !with_carry;
   assign eplus = e + 1;
   assign r_diff = with_carry ? r[20:0] : neg_r;
   assign r_same = with_carry ? half_r : r[20:0];
   assign r_final = diff_sign ? r_diff : r_same;
   assign e_final = (!diff_sign && with_carry) ? eplus : e;
   assign ret_0 = r_final;
   assign ret_1 = xs;
   assign ret_2 = ys;
   assign ret_3 = e_final;
   assign ret_4 = neg;
   assign ret_5 = xn;
   assign ret_6 = yn;
endmodule  
module FP16RAddSubS4Of5(
 input 	       clk,
 input 	       rst,
 input [20:0]  arg_0,
 input 	       arg_1,
 input 	       arg_2,
 input [4:0]   arg_3,
 input 	       arg_4,
 input 	       arg_5,
 input 	       arg_6,
 output [15:0] ret_0);
   wire [21:0] r;
   wire        xs;
   wire        ys;
   wire [4:0]  e;
   wire [4:0]  e_final;
   wire [5:0]  e_l0adjust;
   wire        underflow;
   wire [4:0]  e_adjust;
   wire        neg;
   wire        xn;
   wire        yn;
   wire [10:0] rr;
   wire [9:0] r_final;
   wire [21:0] r8;
   wire [21:0] r4;
   wire [21:0] r2;
   wire [21:0] r1;
   wire [3:0]  l0count;
   wire        s;
   assign r = arg_0;
   assign xs = arg_1;
   assign ys = arg_2;
   assign e = arg_3;
   assign neg = arg_4;
   assign xn = arg_5;
   assign yn = arg_6;
   assign s = (xn == yn) ? xs : (yn ? (neg ^ xs): (neg ^ ys));
   assign r8 = (r[20:13] == 0) ? {r[12:0], 8'b0} : r;
   assign r4 = (r8[20:17] == 0) ? {r8[16:0], 4'b0} : r8;
   assign r2 = (r4[20:19] == 0) ? {r4[18:0], 2'b0} : r4;
   assign r1 = (r2[20:20] == 0) ? {r2[19:0], 1'b0} : r2;
   assign l0count = {r[20:13] == 0, r8[20:17] == 0, r4[20:19] == 0, r2[20:20] == 0};
   assign rr = (xn == yn) ? r[20:10] : r1;
   assign e_l0adjust = e - l0count;
   assign underflow = e_l0adjust[5:5];
   assign e_adjust = underflow ? 0 : e_l0adjust[4:0];
   assign e_final = (xn == yn) ? e : e_adjust[4:0];
   assign r_final = underflow ? 0 : rr[9:0];
   assign ret_0 = {s, e_final, r_final};
endmodule  

===== ./run.sh =====
#!/bin/bash
# OpenROAD 26Q1-2900-gdf79404cd8, Yosys 0.63+post, stock flow scripts
make -C /OpenROAD-flow-scripts/flow DESIGN_CONFIG=/design/flow/config.mk WORK_HOME=/design/flow/orfs finish

===== ./config.mk =====
export PLATFORM = sky130hd
export DESIGN_NAME = FP16RAddSubS1Of5
export DESIGN_NICKNAME = FP16RAddSubS1Of5
export VERILOG_FILES = /design/flow/design.v
export SDC_FILE = /design/flow/constraint.sdc
export NUM_CORES = 4
export LEC_CHECK = 1
export CORE_AREA = 10 10 100 100
export DIE_AREA = 0 0 110 110

===== ./constraint.sdc =====
current_design FP16RAddSubS1Of5

set clk_period 6.0
set clk_io_pct 0.2

create_clock -name clk0 -period $clk_period

set non_clock_inputs [all_inputs -no_clocks]
set_input_delay [expr $clk_period * $clk_io_pct] -clock clk0 $non_clock_inputs
set_output_delay [expr $clk_period * $clk_io_pct] -clock clk0 [all_outputs]

==> flow_metrics.tcl <==
# collected from the flow reports
set metrics [dict create \
    path_max_fanout 18 \
    worstPathRequired_ns 4.80 \
    antenna_cells 0 \
    core_um2 7810 \
    startpoint_type "primary input" \
    aoi_share_pct 21.8 \
    regArea_um2 0 \
    num_rows 32 \
    ant_nets 0 \
    drt_iter0_markers 40 \
    tightestPinTransition_ns 0.917 \
    gr-usage-all-layers_pct 7.54 \
    whs_path_depth 0 \
    finalSetupTns_ns 0 \
    fp_util_pct 18.9 \
    vdd_drop_max_mv 0.0497 \
    post_cts_resized 0 \
    finalMaxSlewViolations 0 \
    fmax_mhz 178 \
    cp_data_arrival_time_ns 4.43 \
    yosys_area_um2 1470 \
    port-buffer-count 81 \
    top_area_share_pct 19.0 \
    fin_area_um2 2210 \
    synth_cell_types 54 \
    place_congestion 0.844 \
    grt_pass1_vias 1488 \
    hold_class "primary input to primary output" \
    maxCapViolations 0 \
    timing.final.crit_share_pct 93.8 \
    syn2layout_area_growth_pct 50.0 \
    syn-mean-instance-area_um2 7.71 \
    post_cts_buffers 0 \
    postPlaceCellArea_um2 2210 \
    synthSimpleGateAreaFrac_pct 18.4 \
    synth_area_um2 1470 \
    postCtsHoldBufs 0 \
    p_leak_nw 0.839 \
    post-place-cells 344 \
    layout-drive-gt1-share_pct 9.92 \
    rsz0062_at_grt "false" \
    area_leaders "xor2_1 (19%), buf_4 (9.7%), mux4_2 (7.6%)" \
    detailedPlace.worstSlack_ns 0.376 \
    die_h_um 110 \
    final_cell_mix "clkdlybuf4s50_1 (81), xor2_1 (32), nor2_1 (15)" \
    synth_adder_area_share_pct 4.76 \
    io_pins 87 \
    yosys_warnings 0 \
    min_from "arg_0[15]" \
    avgViaCountPerCell 4.34 \
    min_to "ret_0" \
    fin_cells 344 \
    lay_top_count "clkdlybuf4s50_1" \
    warnings 34 \
    critical_path_class "primary input to primary output" \
    top_area_cell "xor2_1" \
    antenna_found_initial 0 \
    synth_xor_xnor_area_share_pct 20.1 \
    synth_stat.cells 191 \
    nClkBuffers 0 \
    drt_wl_total_um 4800 \
    slew_headroom_pct 38.9 \
    vias 1493 \
    drc 0 \
    period_needed_ns 5.63 \
    wl_per_cell_um 13.9 \
    firstDrtPassIters 4 \
    final.fill_count 829 \
    grt-ovfl-total 0 \
    synth.area.mux_share_pct 18.3 \
    die_x_um 110 \
    top_logic_kind "AND-OR/OR-AND gates" \
    dp_hpwl_um 4190 \
    ff_count 0 \
    synthCells 191 \
    status "finished clean" \
    p_per_area_nw_per_um2 134 \
    endpoint_kind "primary output" \
    grt_max_degree 28 \
    setup-violations-final 0 \
    ys_seq_share_pct 0 \
    dieArea_um2 12100 \
    fin_util_pct 28.3 \
    grt_first_pass_wirelength_um 7560 \
    setup_slack_ns 0.374 \
    hold_viol_final 0 \
    logic_area_um2 1230 \
]
## synth_stat cells (all sizes together) (2+ instances only)
| master | instances |
|---|---|
| o22ai | 8 |
| o211ai | 4 |
| mux2i | 4 |
| clkbuf | 5 |
| and2 | 3 |
| a211o | 2 |
| a31oi | 2 |
| nor3b | 2 |
| mux4 | 5 |
| a21oi | 8 |
| nor3 | 3 |
| nand3 | 9 |
| inv | 7 |
| buf | 27 |
| nor4 | 2 |
| nor2b | 2 |
| o21ai | 6 |
| a2111oi | 2 |
| and3b | 2 |
| nor2 | 15 |
| ha | 4 |
| mux2 | 10 |
| nand2 | 6 |
| xor2 | 32 |
| a211oi | 4 |
## kinds of logic (layout without fill, tap and decap cells)
| kind of cell | Yosys count | after routing |
|---|---|---|
| buffers and inverters | 39 | 90 |
| muxes | 19 | 19 |
| AOI/OAI and AO/OA | 44 | 44 |
| adders and majority gates | 5 | 5 |
| and+or+nand+nor | 51 | 51 |
| xor gates and xnor gates | 33 | 33 |
## area by class of cell
type                            instances  share of cell area [%]
Inverter                                7                    1.19
Timing Repair Buffer                   83                    37.4
Multi-Input combinational cell        152                    55.6
Tap cell                              102                    5.78
## where the power goes
group          switching (W)  total, W  internal, W
logic               0.000128  0.000297     0.000169
registers                  0         0            0
clock network              0         0            0
## how the worst max path moves through the flow
stage | start | to | slack (ns) | cells past startpoint
4_1_cts | arg_0[10] | ret_3[12] | 0.36 | 11
5_1_grt | arg_0[10] | ret_3[12] | 0.16 | 11
6_report | arg_0[10] | ret_3[12] | 0.37 | 11
## worst max-delay path, stage by stage
cell and delay [ns]:
clkdlybuf4s50_1 0.41, inv_1 0.08, ha_1 0.16, inv_1 0.05, fa_1 0.45, xnor2_2 0.69, mux4_2 0.39, a21oi_1 0.05
a211oi_1 0.27, xor2_1 0.17, clkdlybuf4s50_1 0.49
## routing by layer
layer	GRT usage (%)	part of all wire (%)
met1	8.52	40
met2	15.4	57
met3	0.764	2.2
met4	0.0929	0
met5	0	0
## stage by stage
step	hold slack (ns)	total power [W]
after floorplan	2.43	0.000169
after global placement	2.40	0.000298
after detailed placement	2.40	0.000301
after CTS	2.40	0.000302
after global routing	2.40	0.000327
final	2.40	0.000297
Power is estimated from default activity; no workload was simulated.
